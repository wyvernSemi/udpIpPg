==> flow/design.v <==
`timescale 1ps/1ps
module gmii_rgmii_conv
(
  input                               clk,
  input      [7:0]                    gmiitxd,
  input                               gmiitxen,
  input                               gmiitxer,
  output     [3:0]                    rgmiitxd,
  output                              rgmiitxctl,
  input      [3:0]                    rgmiirxd,
  input                               rgmiirxctl,
  output reg [7:0]                    gmiirxd,
  output reg                          gmiirxdv,
  output reg                          gmiirxer
);
reg   [3:0] gmiirxdlo;
reg   [3:0] gmiirxdhi;
reg         gmiirxdv_int;
reg         gmiirxer_int;
reg   [7:0] gmiirxdneg;
reg         gmiirxdvneg;
reg         gmiirxerneg;
assign #100 rgmiitxd          = clk ? gmiitxd[3:0] : gmiitxd[7:4];
assign #100 rgmiitxctl        = clk ? gmiitxen     : gmiitxer;
always @(posedge clk)
begin
  gmiirxdhi                        <= rgmiirxd;
  gmiirxer_int                     <= rgmiirxctl;
  gmiirxd                          <= gmiirxdneg;
  gmiirxdv                         <= gmiirxdvneg;
  gmiirxer                         <= gmiirxerneg;
end
always @(negedge clk)
begin
  gmiirxdlo                        <= rgmiirxd;
  gmiirxdv_int                     <= rgmiirxctl;
  gmiirxdneg                       <= {gmiirxdhi, gmiirxdlo};
  gmiirxdvneg                      <= gmiirxdv_int;
  gmiirxerneg                      <= gmiirxer_int;
end
endmodule
==> flow/run.sh <==
#!/bin/bash
# OpenROAD 26Q1-2900-gdf79404cd8, Yosys 0.63+post, stock flow scripts
make -C /OpenROAD-flow-scripts/flow DESIGN_CONFIG=/design/flow/config.mk WORK_HOME=/design/flow/orfs finish
==> flow/config.mk <==
export PLATFORM = sky130hd
export DESIGN_NAME = gmii_rgmii_conv
export DESIGN_NICKNAME = gmii_rgmii_conv
export VERILOG_FILES = /design/flow/design.v
export SDC_FILE = /design/flow/constraint.sdc
export NUM_CORES = 4
export LEC_CHECK = 1
export CORE_AREA = 10 10 84 84
export DIE_AREA = 0 0 94 94
==> flow/constraint.sdc <==
current_design gmii_rgmii_conv

set clk_period 1.0
set clk_io_pct 0.2

create_clock -name clk0 -period $clk_period [get_ports {clk}]

set non_clock_inputs [all_inputs -no_clocks]
set_input_delay [expr $clk_period * $clk_io_pct] -clock clk0 $non_clock_inputs
set_output_delay [expr $clk_period * $clk_io_pct] -clock clk0 [all_outputs]
==> changes_impl.md <==
### Implementation results

- Status: finished, violations left
- Failing checks: negative setup slack
- Worst setup margin: -0.322 ns
- CTS tree: yes
- Die Y: ~94 um
- Post-Route Utilization: 24.3%
- IO buf count: 30
- Hold Vio Cnt, Final: 0
- Synth area leaders: dfxtp_1 (87%), mux2_4 (11%), buf_6 (1.6%)
- Final HPWL DP: about 1000 um
- Ys Warns: 1
- #FFs+latches synth: 30
- Post-synthesis cell count from yosys: 37
- Clock Latency Late Sink: about 0.45 ns
- Vias in the first global route: 549
- Finished Layout Cells: approximately 160
- Unrepaired setup endpoints after global routing: yes
- Cts hold-fix bufs: 0
- CP required: 0.80 ns
- Rows: 26
- Slew headroom: between 90% and 100%
- Pre-Place Util: a little over an eighth
- Slew of the pin with the lowest slew margin: roughly 0.065 ns
- Crit path kind: clock port to output pin
- Core area: around 0.0052 sq mm
- Antenna diode count: 0
- Grt total ovfl: 0
- Vias: ~440
- Slew Limit Fails: 0
- Die area: between 0.008 and 0.009 sq mm
- Gate Count Post-Synth: 37
- Reg clk slew, reported paths: 0.06 ns
- CP Launch Type: clock port
- Drt drc: 0
- Initial antenna violation count: 0
- Worst Skew: roughly 0.077 ns
- Die Span X: approximately 94 um
- First-pass GRT wire length: 1980 um
- Classification of the worst-slack hold path: input pin to register
- DR WL/cell: about 8.0 um
- DRT antenna net count: 0
- Routed WL: ~1300 um
- Vias per inst: 2.70
- Top cell area share: 87.0%
- GRT Util Overall: around 3%
- CP arrival: between 1 and 1.5 ns
- Dpl ws: -0.455 ns
- Ratio of cells with drive above 1 in the final layout: about a third
- Max Cap Viol: 0
- IO Count: 31
- GPL Wtd Cong: a little over 0.7
- DRT iter0 DRCs: 2
- Worst Setup End Kind: output pin
- Dpl cells: between 100 and 150
- Crit Path Max Fanout: 3
- Maximum number of pins on one net before global-route repair: 11
- Netlist cell types: 4
- Area growth syn-to-layout: 83.0%
- Cell area after synthesis: around 690 sq um
- Seq share, synth: between 80 and 90%
- Slowest-stage cell, CP: mux2_4
- Mean Syn Cell Area: between 15 and 20 sq um
- Leakage power: 0.601 nW
- Log Warnings: 38
- CP Cell Sequence: buf_8 > buf_8 > mux2_4 > buf_6
- Peak supply drop: ~1.1 mV
- Max incr delay on CP: 0.29 ns
- Dominant cell type by area after synthesis: dfxtp_1
- Setup violations, final: 5
- Power density over cell area: around 3100 mW/mm^2
- Drt first pass iters: 2
- Most Frequent Cell on Critical Path: buf_8
- Post-synthesis chip area from yosys: around 700 sq um
## registers in the layout, indices dropped and copies added (netlist names)
register and cells:
gmiirxdv_int 1, gmiirxdlo 4, gmiirxdv 1, gmiirxd 8
gmiirxerneg 1, gmiirxer 1, gmiirxer_int 1, gmiirxdvneg 1
gmiirxdneg 8, gmiirxdhi 4
## worst max-delay path, delay by kind of cell
kind                   cells  cell delay, ns
buffers and inverters      3            0.32
multiplexers               1            0.29
## layout by cell type, fill, tap and decap left out, drive strengths merged
| master | count |
|---|---|
| inv | 15 |
| clkbuf | 8 |
| dfxtp | 30 |
| mux2 | 5 |
| clkdlybuf4s50 | 15 |
| clkinv | 2 |
| buf | 19 |
## Yosys cell counts
cell type / count
buf_6: 1
inv_1: 1
mux2_4: 5
dfxtp_1: 30
## cell families after synthesis
kind of cell / Yosys count / synth area share [%]
buffers and inverters: 2 / 2.17
flip-flops: 30 / 87.0
multiplexers: 5 / 10.9
## power by group
part,internal [mW],total (mW),switching [mW],leakage (nW)
Sequential,1.27,1.28,0.0118,0.253
Clock,1.72,2.54,0.823,0.249
Combinational,0.0636,0.0762,0.0126,0.0980
## what timing repair did
action / 4_1_cts / 5_1_grt
setup buffers: 0 / 1
endpoints found under the hold margin: 0 / 0
endpoints found under the setup margin: 15 / 15
gates resized: 48 / 6
pin swaps: 0 / 0
## path summary, 6_finish.rpt
kind                               from                     to  slack (ns)  cells after the start
setup / recovery                    clk            rgmiitxd[1]       -0.32                      4
hold / removal              rgmiirxd[0]   gmiirxdhi[0]$_DFF_P_        0.29                      1
setup reg to reg  gmiirxdneg[1]$_DFF_N_     gmiirxd[1]$_DFF_P_        0.04                      0
hold reg to reg    gmiirxdlo[0]$_DFF_N_  gmiirxdneg[0]$_DFF_N_        0.32                      0
## cell type report
cell class | instances | area [sq um]
clock buffers | 17 | 235
well taps | 70 | 87.6
flip-flops and latches | 30 | 601
fillers | 546 | 3940
clock inverters | 17 | 65.1
repair buffers | 25 | 200
multi-input cells | 5 | 75.1
## stage by stage
step / setup TNS (ns) / instance area (sq um) / hold slack, ns / power [mW]
after global placement: -3.40 / 1070 / 0.312 / 1.91
after global routing: -1.87 / 1260 / 0.278 / 4.11
after CTS: -1.83 / 1230 / 0.282 / 3.74
after detailed placement: -3.43 / 1070 / 0.312 / 1.92
after floorplan: -0.411 / 694 / 0.228 / 1.82
final: -1.59 / 1260 / 0.293 / 3.89
## metal layers
metal / part of all wire (%) / GRT usage, % / vias to the layer above
met5: 0 / 0 / -
met4: 4.4 / 2.28 / 0
met2: 36 / 3.63 / 33
met1: 33 / 1.98 / 177
li1: - / - / 224
met3: 26 / 4.60 / 8
No activity file was given, so power comes from the tool's default toggle rates.
